[/design/flow/run.sh]
#!/bin/bash
# OpenROAD 26Q1-2900-gdf79404cd8, Yosys 0.63+post, stock flow scripts
make -C /OpenROAD-flow-scripts/flow DESIGN_CONFIG=/design/flow/config.mk WORK_HOME=/design/flow/orfs finish
[/design/flow/config.mk]
export PLATFORM = sky130hd
export DESIGN_NAME = SQRT
export DESIGN_NICKNAME = SQRT
export VERILOG_FILES = /design/flow/design.v
export SDC_FILE = /design/flow/constraint.sdc
export NUM_CORES = 4
export LEC_CHECK = 1
export CORE_UTILIZATION = 40
[/design/flow/constraint.sdc]
current_design SQRT

set clk_period 10.8
set clk_io_pct 0.2

create_clock -name clk0 -period $clk_period [get_ports {CLK}]

set non_clock_inputs [all_inputs -no_clocks]
set_input_delay [expr $clk_period * $clk_io_pct] -clock clk0 $non_clock_inputs
set_output_delay [expr $clk_period * $clk_io_pct] -clock clk0 [all_outputs]
[/design/flow/design.v]
module SQRT(
	RST,
	CLK,
	IN_VALID,
	IN,
	OUT_VALID,
	OUT
);
input CLK;
input RST;
input [15:0] IN;
input IN_VALID;
output [11:0] OUT;
output OUT_VALID;
reg ovalid ;
reg [11:0] ans ;
reg [25:0] result ;
reg [25:0] indata ;  
reg [25:0] lhd ;
reg [25:0] mid ; 
reg [25:0] rhd ;  
reg [2:0] state ; 
reg [3:0] cnt ; 
assign OUT_VALID = ovalid  ;  
assign OUT = ans ;  
always@( posedge CLK or posedge RST )
begin
    if( RST == 1 )
    begin
        ovalid <= 0 ;
    end
    else 
    begin
    case(state)
    3'd0:
    begin
        ovalid <= 0 ;
    end
    3'd2:
    begin
        ovalid <= 1 ; 
    end
    endcase
    end
end
always@( posedge CLK or posedge RST )
begin
    if( RST == 1 )
    begin
        ans <= 0 ;
    end
    else 
    begin
    case(state)
    3'd2:
    begin
        ans <= result[12:1] + result[0] ; 
    end
    endcase
    end
end
always@( posedge CLK or posedge RST )
begin
    if( RST == 1 )
    begin
        state <= 0 ;  
    end
    else 
    begin
    case(state)
    3'd0:
    begin
        if( IN_VALID == 1 )
	    begin
		    state <= 1 ;  
	    end
        else
        begin
            state <= 0 ; 
        end
    end
    3'd1:
    begin
        if( cnt == 0 )
        begin
            state <= 2 ;
        end
        else
        begin
            state <= 1 ;
        end
    end
    3'd2:
    begin
        state <= 0 ;
    end
    endcase
    end
end
always@( posedge CLK )
begin
    if( state == 0 )
    begin
        if( IN_VALID == 1 )
        begin
            indata <= IN << 10 ; 
        end
    end
end
always@( posedge CLK )
begin
    if( state == 1 )
    begin
        if( cnt == 0 )
        begin
            if( lhd >= mid )
            begin 
                result <= rhd | 1 ;
            end
            else
            begin
                result <= rhd ; 
            end
        end
    end
end
always@( posedge CLK or posedge RST )
begin
    if( RST == 1 )
    begin
        cnt <= 12 ;
    end
    else 
    begin
    case(state)
    3'd0:
    begin
        cnt <= 12 ; 
    end
    3'd1:
    begin
        cnt <= cnt - 1 ; 
    end
    endcase
    end
end
always@( posedge CLK or posedge RST )
begin
    if( RST == 1 )
    begin
        lhd <= 0 ;
    end
    else 
    begin
    case(state)
    3'd0:
    begin
        if( IN_VALID == 1 )
	    begin
		    lhd <= IN << 10 ; 
	    end
    end
    3'd1:
    begin
	if( lhd >= mid )
        begin 
            lhd <= lhd - mid ;
        end
    end
    endcase
    end
end
always@( posedge CLK or posedge RST )
begin
	if( RST == 1 )
	begin	 
        mid <= 16777216 ;  
	end
	else
	begin
	case(state)
	3'd0:		
	begin
	    if( IN_VALID == 1 )
	    begin
            mid <= 16777216 ; 
	    end
	end
    3'd1:
    begin
        if( cnt != 0 )
        begin
            if( lhd >= mid )
            begin 
                mid <= ( ( rhd | ( 1 << cnt ) ) << cnt ) | ( 1 << ( cnt + cnt - 2 ) ); 
            end
            else
            begin
                mid <= ( rhd  << cnt ) | ( 1 << ( cnt + cnt - 2 ) ) ; 
            end
        end
    end
	endcase
	end
end
always@( posedge CLK or posedge RST )
begin
	if( RST == 1 )
	begin	
        rhd <= 0 ; 
	end
	else
	begin
	case(state)
	3'd0:		
	begin
	    if( IN_VALID == 1 )
	    begin
            rhd <= 0 ; 
	    end
	end
    3'd1:
    begin
        if( cnt != 0 )
        begin
           if( lhd >= mid )
            begin 
                rhd <= rhd | ( 1 << cnt ) ;
            end
        end
    end
	endcase
	end
end
endmodule
==> results.ini <==
[run_status]
status = finished, final reports clean

[clock_network]
clock_tree.buffer_depth = 2
post_cts_buffers = 0
cts-root-buf = clkbuf_16
cts_tree = done
cts_resized = 0
hold_buffers = 0
cts_buffers = 9
path_clk_slew_ns = 0.08
cts_sinks = 101
htreeDepth = 3
clock_latency_ns = 0.36

[timing]
layout_min_cycle_time_ns = 4.01
slew-limit-headroom_pct = 46.5
timing_hold_violations_final = 0
fmax_mhz = 249
fin_setup_tns_ns = 0
finalClockSkew_ns = 0.00760
setup_violations = 0
rsz0062_at_grt = false
finalCritPeriodShare_pct = 37.1
worst-slew-pin-transition_ns = 0.800
drv_slew = 0

[finish]
finalNonFillerCells = 961
fin_area_um2 = 7470
area_growth_pct = 11.7
nFillCells = 1497
layout-drive-gt1-share_pct = 8.59

[setup_path]
crit_type = flip-flop to flip-flop
path_delay_family = AND-OR/OR-AND gates
cp-startpoint = lhd[0]
crit_top_cell = inv_1
r2r_start = lhd[0]
cp_max_fo = 29
cp_num_buf_inv = 3
crit_chain = inv_1, ha_1, inv_1, fa_1, a21oi_1, nor2_1, nor4_4, nor3_1, nor3_2, nand2_1, buf_4, a31oi_1, a22oi_1, mux4_2, a221o_1
worst_setup_path_start_kind = flip-flop
cp.arrival_ns = 4.25
end_kind = flip-flop
required_ns = 11.04
cpMaxStageDelayCell = mux4_2
slowest_delay_ns = 0.56

[min_path]
hp-class = flip-flop to flip-flop
hp-start = ovalid

[synthesis]
edf_count = 13
mux_share_pct = 8.55
synthAdderAreaFrac_pct = 6.66
syn_area_um2 = 6690
ys.flop_type = dfrtp_1
yosysTopAreaCellShare_pct = 31.4
synth_flops = 101
yosys-top-cells-count = dfrtp_1, nand2_1, nor2_1, inv_1, a21oi_1
ys_sh_aoi_pct = 21.1
async_reset_ff_share_pct = 87.1
logic_family = AND-OR/OR-AND gates
yosys.area_share.xor_xnor_pct = 4.45
postSynthCellCount = 730
ys_cells = 730
ys_seq_share_pct = 38.8
ys_types = 68
top_area_cell = dfrtp_1
area_leaders = dfrtp_1, ha_1, edfxtp_1
yosys_warnings = 1
simple_gate_area_share_pct = 15.5
syn_avg_cell_area_um2 = 9.16
yosysMostFrequentCell = dfrtp_1
yosysChipArea_um2 = 6690

[route]
vias = 5552
antenna_cells = 0
post-route-drc-count = 0
first_iter_violations = 386
ant_nets = 0
drt-vias-per-instance = 5.78
drt_wl_total_um = 16400
first_pass_iters = 5
wl_per_cell_um = 17.0

[grt]
antenna_found_initial = 0
grt_start_max_net_pins = 53
grt_util_all_layers_pct = 20.5
grt-ovfl-total = 0
grt_pass1_vias = 5196
grt_pass1_wl_um = 27700

[job]
cap_violations = 0
warnings = 29

[place]
port_buffers = 31
dp_hpwl_um = 12100
dp.cells = 945
place_congestion = 0.961
placed_area_um2 = 7180

[floorplan]
row_count = 46
die_area_um2 = 17200
core_um2 = 16100
io_pins = 32
die_w_um = 131
die_y_um = 131
fp_util_pct = 41.5

==> layout make-up <==
class                   count  area (um^2)  area share (%)
well taps                 216          270            3.62
clock buffers               9          225            3.02
multi-input cells         544         3760            50.4
repair buffers             41          385            5.16
inverters                  43          163            2.18
flip-flops and latches    101         2600            34.8
clock inverters             7         66.3           0.888
==> path summary, 6_finish.rpt <==
path	to	cells past startpoint	slack, ns
hold reg to reg	ovalid	1	0.48
setup reg to reg	mid[19]	15	6.79
min in group asynchronous	cnt[0]	2	2.19
setup / recovery	mid[19]	15	6.79
hold / removal	ovalid	1	0.48
max in group asynchronous	mid[20]	3	7.52
==> routing by layer <==
layer,part of all wire (%),vias to the layer above,GRT usage (%)
met4,2.0,0,3.36
met2,44,162,30.5
met5,0,-,0
met1,48,2657,32.4
met3,5.3,24,3.97
li1,-,2709,-
==> through the flow <==
stage	utilization, %	hold WS [ns]	worst slack, ns
global route	46.3	0.507	6.52
detailed placement	44.5	0.469	6.59
finish	46.3	0.479	6.79
CTS	46.3	0.486	6.82
global placement	44.5	0.464	6.61
floorplan	-	0.430	6.37
==> layout by cell type, fill, tap and decap left out, types with 12 or more instances in the layout <==
cell,netlist,routed
clkdlybuf4s50_1,0,31
xnor2_1,19,19
a21oi_1,39,39
ha_1,34,34
nor3_1,16,16
nand3_1,28,28
nand2_1,78,78
nor2_1,62,62
a21o_1,12,12
dfrtp_1,84,84
a31oi_1,28,28
inv_1,41,40
edfxtp_1,13,13
mux2i_1,20,20
xor2_1,15,15
o21ai_0,37,37
==> cells by family after synthesis <==
logic type / Yosys count
DFF: 101
and+or+nand+nor: 226
muxes: 42
xor gates and xnor gates: 34
adders and majority gates: 35
buffers and inverters: 85
AOI/OAI and AO/OA: 207
==> state kept, by name, summed over array words and instances, names as in the netlist <==
| name | count |
|---|---|
| ans | 12 |
| cnt | 4 |
| lhd | 26 |
| mid | 26 |
| ovalid | 1 |
| result | 13 |
| rhd | 16 |
| state | 3 |
